`./run.sh`:
```
#!/bin/bash
# OpenROAD 26Q1-2900-gdf79404cd8, Yosys 0.63+post, stock flow scripts
make -C /OpenROAD-flow-scripts/flow DESIGN_CONFIG=/design/flow/config.mk WORK_HOME=/design/flow/orfs finish
```
`./config.mk`:
```
export PLATFORM = sky130hd
export DESIGN_NAME = generic_sram_line_en
export DESIGN_NICKNAME = generic_sram_line_en
export VERILOG_FILES = /design/flow/design.v
export SDC_FILE = /design/flow/constraint.sdc
export NUM_CORES = 4
export LEC_CHECK = 1
export CORE_UTILIZATION = 30
export SYNTH_MEMORY_MAX_BITS = 65536
```
`./constraint.sdc`:
```
current_design generic_sram_line_en

set clk_period 263.8
set clk_io_pct 0.2

create_clock -name clk0 -period $clk_period [get_ports {i_clk}]

set non_clock_inputs [all_inputs -no_clocks]
set_input_delay [expr $clk_period * $clk_io_pct] -clock clk0 $non_clock_inputs
set_output_delay [expr $clk_period * $clk_io_pct] -clock clk0 [all_outputs]
```
`./design.v`:
```
module generic_sram_line_en
#(
parameter DATA_WIDTH            = 128,
parameter ADDRESS_WIDTH         = 7,
parameter INITIALIZE_TO_ZERO    = 0
)
(
input                           i_clk,
input      [DATA_WIDTH-1:0]     i_write_data,
input                           i_write_enable,
input      [ADDRESS_WIDTH-1:0]  i_address,
output reg [DATA_WIDTH-1:0]     o_read_data
);                                                     
reg [DATA_WIDTH-1:0]   mem  [0:2**ADDRESS_WIDTH-1];
generate
if ( INITIALIZE_TO_ZERO ) begin : init0
integer i;
initial
    begin
    for (i=0;i<2**ADDRESS_WIDTH;i=i+1)
        mem[i] <= 'd0;
    end
end
endgenerate
always @(posedge i_clk)
    begin
    o_read_data <= i_write_enable ? {DATA_WIDTH{1'd0}} : mem[i_address];
    if (i_write_enable)
        mem[i_address] <= i_write_data;
    end
endmodule
```
==> results.yml <==
# physical design summary
clock_network:
  clk_pin_slew_worst_paths_ns: 0.06
  cts_hold_buf: 0
  clk_path_buf_depth: 6
  cts_tree: "built"
  clock_latency_ns: 1.44
  cts_max_level: 7
  ctsResizeCount: 0
  numClockSinks: 16512
  postCtsSetupBuffers: 0
  cts_root_buf: "clkbuf_16"
  cts_buffers: 1630
critical_path:
  required_ns: 265.02
  startpoint: "i_address[2]"
  crit_arrival_ns: 60.13
  setup.worst_path.end_class: "register"
  crit_path_end: "o_read_data[2]"
  r2r-end: "o_read_data[78]"
  path_class: "primary input to register"
  r2r-start: "mem[83][78]"
  crit_fanout: 54
  reg2reg_slack_ns: 260.49
  critPathLaunchType: "primary input"
  ff2ff_path_depth: 6
floorplanning:
  design.portCount: 265
  fp-utilization_pct: 30.1
  coreArea_um2: 2080000
  row_count: 529
  die-area_um2: 2090000
  die_h_um: 1450
  die_x_um: 1450
routing:
  viasPerCell: 5.70
  met3_length_um: 522000
  dr.pass1.iters: 9
  ant_nets: 0
  drc: 0
  routedWlPerCell_um: 35.1
  drt_iter0_markers: 32665
  vias: 378801
  wl_met2_um: 990000
  wl_um: 2330000
  maxUsedRoutingLayer: "met5"
  routedLengthMet1_um: 678000
synth:
  enable_flop_cells: 16384
  synthTopCellsByArea: "edfxtp_1 79%, a22oi_1 3.4%, a221oi_1 2.9%, mux2_2 2.0%, a21oi_1 1.9%"
  synth_chip_area_um2: 625000
  ys_async_sr_fraction_pct: 0
  synth_top_cell_by_count: "edfxtp_1"
  synthTopCellsByCount: "16384 x edfxtp_1, 2844 x a22oi_1, 2426 x a21oi_1, 2036 x a221oi_1, 1555 x clkbuf_1"
  yosys.stat.seqShare_pct: 79.2
  ys_warn_count: 1
  synth_top_area_share_pct: 78.8
  avgSynthCellArea_um2: 17.2
  synth-seq-cells: 16512
  largest_area_cell: "edfxtp_1"
  syn_area_um2: 625000
  synth_stat.cells: 36352
  synthCells: 36352
  synthDistinctLibCells: 73
  ff_type: "edfxtp_1"
final_timing:
  fin_crit_ns: 58.91
  fmax_mhz: 17.0
  fin_skew_ns: 0.137
  hold_viol: 0
  relSlewSlack_pct: 14.0
  finalSetupViolations: 0
  rsz0062_at_grt: "false"
  worstMarginPinSlew_ns: 1.28
  finalCritPeriodShare_pct: 22.3
  setup-tns-final_ns: 0
  slew_viol_final: 0
  hold_slack_ns: 0.689
placed_design:
  dp.final_hpwl_um: 1410000
  place_congestion: 0.915
  portBuffers: 264
grt:
  grtUsageTotal_pct: 23.3
  grt_max_degree: 110
  grt_pass1_wl_um: 3170000
  grt_overflow_total: 0
  grt_pass1_vias: 389243
  antenna_found_initial: 261
final_layout:
  fin_util_pct: 34.5
  drive_above_1_share_pct: 14.7
  num-fill-cells: 192715
  area_growth_pct: 14.7
run:
  max-cap-violations: 0
  openroad.warnings: 32
min_path:
  worstHoldStart: "mem[91][103]"
  hold_path_class: "register to register"
power_and_ir_drop:
  peakVddDrop_uv: 6.17
  p_leak_nw: 218
  power_mw: 5.41
  p_comb_share_pct: 5.5
  clockPowerShare_pct: 40.8
  powerDensity_nw_per_um2: 7.55
  power_frac_seq_pct: 53.7
  intPower_mw: 4.20
  power.switching_mw: 1.21
  switching_share_pct: 22.4
outcome:
  status: "complete, no violations"
## power by group through the flow
stage	clock network [mW]	registers [mW]	logic [mW]
4_1_cts	2.22	2.91	0.292
5_1_grt	2.32	2.91	0.313
6_report	2.21	2.91	0.298
## how the worst min path moves through the flow
stage	end	slack, ns	cells past startpoint
after CTS	o_read_data[103]	0.67	4
after global routing	o_read_data[48]	0.75	4
final	o_read_data[103]	0.69	4
## cells in the final DEF (no fill, tap or decap), drive strengths merged, types with 45 or more instances in the layout
cell / n
edfxtp: 16384
nor3: 477
buf: 2176
o2bb2ai: 59
mux2i: 710
clkbuf: 2105
nand3: 107
clkdlybuf4s50: 128
a222oi: 243
o21ai: 1434
a31oi: 57
a221o: 549
o22a: 61
a221oi: 2047
bufinv: 74
clkinv: 628
mux2: 1127
nor2: 1039
diode: 277
a41oi: 67
a22oi: 2845
a22o: 199
o31ai: 112
a21oi: 2426
dfxtp: 128
a211oi: 68
o311ai: 99
o221ai: 149
o211ai: 45
o22ai: 1120
nor4: 57
nand2: 1367
## cell type report
type	count	area, µm²	share of cell area, %
well taps	27612	34500	4.82
inverters	6	57.6	0.00803
flip-flops and latches	16512	495000	69.0
multi-input cells	16884	119000	16.6
clock buffers	2103	43400	6.05
repair buffers	2306	18400	2.57
clock inverters	754	5720	0.798
diodes	277	693	0.0967
## registers in the layout, indices dropped and copies added, names as in the netlist
name,count
mem,16384
o_read_data,128
## metrics by stage
step / cells / setup WS (ns) / area [µm²]
after global placement: 63318 / 203.98 / 667000
after global routing: 66344 / 204.99 / 716000
after floorplan: 36352 / 200.19 / 625000
after CTS: 66177 / 205.29 / 716000
final: 66454 / 204.89 / 716000
after detailed placement: 63320 / 203.92 / 667000
## cell families after synthesis
kind of cell	share of synthesized area (%)
multiplexers	3.31
AND/OR/NAND/NOR	2.11
buffers and inverters	2.03
flip-flops	79.2
AND-OR/OR-AND	13.4
## critical path, stage by stage
cell	delay, ns
buf_16	0.19
and2b_4	0.65
buf_4	0.57
buf_4	0.58
buf_4	0.41
buf_4	0.49
buf_4	0.60
buf_4	0.58
buf_4	0.63
buf_4	0.66
a22oi_1	0.20
o22ai_1	0.29
nor2_1	0.12
o31ai_1	0.11
o21ai_0	0.31
o2111ai_1	0.22
## metal layers
metal / track usage [%] / vias up
met1: 22.5 / 186824
met3: 23.6 / 5885
li1: - / 153553
met4: 10.6 / 394
met5: 5.13 / -
met2: 31.5 / 32145
Power and IR drop assume default switching activity.
